**constraint.sdc**
```tcl
current_design CPU

set clk_period 1.6
set clk_io_pct 0.2

create_clock -name clk0 -period $clk_period [get_ports {clk}]

set non_clock_inputs [all_inputs -no_clocks]
set_input_delay [expr $clk_period * $clk_io_pct] -clock clk0 $non_clock_inputs
set_output_delay [expr $clk_period * $clk_io_pct] -clock clk0 [all_outputs]
```
**run.sh**
```bash
#!/bin/bash
# OpenROAD 26Q1-2900-gdf79404cd8, Yosys 0.63+post, stock flow scripts
make -C /OpenROAD-flow-scripts/flow DESIGN_CONFIG=/design/flow/config.mk WORK_HOME=/design/flow/orfs finish
```
**design.v**
```verilog
module ALU(
    input wire [7:0] a,
    input wire [7:0] b,
    input wire [3:0] op,
    output reg [7:0] out,
    output reg vf_we,  
    output reg carry_or_borrow  
);
localparam LD  = 0;
localparam OR  = 1;
localparam AND = 2;
localparam XOR = 3;
localparam ADD = 4;
localparam SUB = 5;
localparam SHR = 6;
localparam RSB = 7;
localparam SHL = 14;
always @(*) begin
    case(op)
        LD:  out = b;
        OR:  out = a | b;
        AND: out = a & b; 
        XOR: out = a ^ b;
        ADD: { carry_or_borrow, out } = a + b;
        SUB: begin
            carry_or_borrow = (a > b);  
            out = a + ~b + 1;
        end
        SHR: begin
            out = a >> 1;
            carry_or_borrow = a[0];
        end
        RSB: begin
            carry_or_borrow = (b > a);  
            out = ~a + b + 1;
        end
        SHL: begin
            out = a << 1;
            carry_or_borrow = a[7];
        end
        default: out = 0;
    endcase
end
assign vf_we = op > XOR;  
endmodule
module CPU(
    input wire clk,
    input wire rst,
    output reg useless,
    output wire gpu_hsync,
    output wire gpu_vsync,
    output wire [2:0] gpu_disp_rgb
);
wire [7:0] alu_a;
wire [7:0] alu_b;
wire [7:0] alu_out;
wire [3:0] alu_op;
wire alu_carry_or_borrow;
wire alu_vf_we;
ALU alu (
    .a(alu_a), .b(alu_b), .op(alu_op), .out(alu_out), .carry_or_borrow(alu_carry_or_borrow), .vf_we(alu_vf_we)
);
reg [11:0] pc_preload;
reg pc_preload_stb;
reg pc_jump_next_stb;
wire pc_inc_stb;
reg [11:0] pc_out;
PC pc (
    .clk(clk), .rst(rst), .preload(pc_preload), .preload_stb(pc_preload_stb), .jump_next_stb(pc_jump_next_stb), .inc_stb(pc_inc_stb), .out(pc_out)
);
reg [5:0] gpu_x_addr;
reg [4:0] gpu_y_addr;
reg [7:0] gpu_sprite;
reg gpu_we_stb;
GPU gpu(
    .clk(clk), .x_addr(gpu_x_addr), .y_addr(gpu_y_addr), .sprite(gpu_sprite), .we_stb(gpu_we_stb),
    .hsync(gpu_hsync), .vsync(gpu_vsync), .disp_rgb(gpu_disp_rgb)
);
reg [15:0] ir;
reg [7:0]  vx [0:15];
reg [7:0]  memory [0:4095];  
wire [11:0] mem_addr;
reg [7:0]  mem_in;
reg [7:0]  mem_out;
reg mem_we;
localparam FETCH_1 = 0, FETCH_2 = 1, DECODE = 2, EXECUTE = 3;
reg [3:0] state;
assign alu_op = ir[3:0];
assign alu_a  = vx[ir[11:8]];
assign alu_b  = vx[ir[7:4]];
assign mem_addr = (state == FETCH_1 || state == FETCH_2) ? pc_out : 0;
assign pc_inc_stb = (state == FETCH_1 || state == FETCH_2);
always @(negedge clk) begin
    if(mem_we) begin
        memory[mem_addr] <= mem_in;
    end
    else begin
        mem_out <= memory[mem_addr];
    end
end
initial $readmemh("chip8.rom", memory);
always @(posedge clk) begin
    if(rst) begin
        state <= FETCH_1;
        mem_in <= 0;
    end else begin
        case(state)
        FETCH_1: begin
            mem_we   <= 0;
            ir[15:8] <= mem_out;
            state    <= FETCH_2;
        end
        FETCH_2: begin
            mem_we   <= 0;
            ir[7:0]  <= mem_out;
            state    <= DECODE;
        end
        DECODE: begin
            case(ir[15:12]) 
                4'h0: begin
                    useless <= 0;  
                end
                4'h1: begin
                    pc_preload <= ir[11:0];  
                    pc_preload_stb <= 1'd1;
                end
                4'h2: begin
                    useless <= 0;  
                end
                4'h3: begin
                    if(vx[ir[11:8]] == ir[7:0]) begin  
                        pc_jump_next_stb <= 1'd1;
                    end
                end
                4'h4: begin
                    if(vx[ir[11:8]] != ir[7:0]) begin  
                        pc_jump_next_stb <= 1'd1;
                    end
                end
                4'h5: begin
                    if(vx[ir[11:8]] == vx[ir[7:4]]) begin  
                        pc_jump_next_stb <= 1'd1;
                    end
                end
                4'h6: begin
                    vx[ir[11:8]] <= ir[7:0];  
                end
                4'h7: begin
                    vx[ir[11:8]] <= vx[ir[11:8]] + ir[7:0];  
                end
                4'h8: begin  
                    vx[ir[11:8]] <= alu_out; 
                    if(alu_vf_we) begin
                        vx[15] <= { 7'd0, alu_carry_or_borrow };
                    end
                end 
                default: useless <= 1;
            endcase
            state <= EXECUTE;
        end 
        EXECUTE: begin
            pc_jump_next_stb <= 1'd0;
            pc_preload_stb <= 1'd0;
            state <= FETCH_1;
        end
        endcase
    end
end
endmodule
module GPU(
    input wire clk,
    input wire [5:0] x_addr,
    input wire [4:0] y_addr,
    input wire [7:0] sprite,
    input wire we_stb,
    output wire [2:0] disp_rgb,
    output wire hsync,
    output wire vsync
);
reg vga_clk;
reg [9:0] hcount;
reg [9:0] vcount;
reg [63:0] framebuffer [31:0];
wire  hcount_ov;
wire  vcount_ov;
wire  data_act;
reg bw_bit;
parameter hsync_end   = 10'd95,
   hdat_begin  = 10'd143,
   hdat_end  = 10'd783,
   hpixel_end  = 10'd799,
   vsync_end  = 10'd1,
   vdat_begin  = 10'd34,
   vdat_end  = 10'd514,
   vline_end  = 10'd524;
always @(posedge clk) begin
    vga_clk <= ~vga_clk;
end
always @(posedge vga_clk) begin
    if (hcount_ov)
        hcount <= 10'd0;
    else
        hcount <= hcount + 10'd1;
end
assign hcount_ov = (hcount == hpixel_end);
always @(posedge vga_clk) begin
    if (hcount_ov) begin
        if (vcount_ov)
            vcount <= 10'd0;
        else
            vcount <= vcount + 10'd1;
    end
end
assign  vcount_ov = (vcount == vline_end);
assign data_act =    ((hcount >= hdat_begin) && (hcount < hdat_end))
     && ((vcount >= vdat_begin) && (vcount < vdat_end));
assign hsync = (hcount > hsync_end);
assign vsync = (vcount > vsync_end);
assign disp_rgb = {(10'd3){bw_bit}};
wire [9:0] line; 
assign line = ((vcount - vdat_begin));
wire [9:0] column; 
assign column= ((hcount - hdat_begin));
always @(posedge vga_clk) begin
    if (data_act)
    bw_bit <= framebuffer[line[4:0]][column[5:0]];
    else
        bw_bit <= 1'b0;
end
always @(posedge clk) begin
    if(we_stb) begin
        framebuffer[y_addr][x_addr] <= sprite[0];
        framebuffer[y_addr][x_addr+1] <= sprite[1];
        framebuffer[y_addr][x_addr+2] <= sprite[2];
        framebuffer[y_addr][x_addr+3] <= sprite[3];
        framebuffer[y_addr][x_addr+4] <= sprite[4];
        framebuffer[y_addr][x_addr+5] <= sprite[5];
        framebuffer[y_addr][x_addr+6] <= sprite[6];
        framebuffer[y_addr][x_addr+7] <= sprite[7];
    end
end
endmodule
module PC(
    input wire clk,
    input wire rst,
    input wire [11:0] preload,
    input wire preload_stb,
    input wire jump_next_stb,
    input wire inc_stb,
    output reg [11:0] out
);
always @(posedge clk) begin
    if(rst) begin
        out <= 12'h200;  
    end else begin
        if(preload_stb) begin
            out <= preload;  
        end else begin
            if(jump_next_stb) begin
                out <= out + 12'd2;  
            end else begin
                if(inc_stb) begin
                    out <= out + 12'd1;  
                end
            end
        end
    end
end
endmodule
```
**config.mk**
```make
export PLATFORM = sky130hd
export DESIGN_NAME = CPU
export DESIGN_NICKNAME = CPU
export VERILOG_FILES = /design/flow/design.v
export SDC_FILE = /design/flow/constraint.sdc
export NUM_CORES = 4
export LEC_CHECK = 1
export CORE_AREA = 10 10 107 107
export DIE_AREA = 0 0 117 117
export SYNTH_HDL_FRONTEND = slang
export SYNTH_MEMORY_MAX_BITS = 65536
```
==> results.yml <==
# generated from flow reports
synth:
  synth_cell_types: 28
  netlist_instances: 98
  synth_flops: 21
  ys_area_um2: 1050
  yosys.area.top_type_share_pct: 28.7
  synthFlopType: "dfxtp_1"
  yosys_warnings: 20
  yosysSeqAreaShare_pct: 49.8
  syn_area_um2: 1050
  ys_async_sr_fraction_pct: 0
  edf_count: 10
  top_area_cell: "edfxtp_1"
  yosys-stat-cells: 98
  avgSynthCellArea_um2: 10.7
  synth.area.top_cells: "edfxtp_1 (29%), dfxtp_1 (21%), xor2_1 (6.7%)"
power:
  pwr-share-clk_pct: 0
  powerDensity_nw_per_um2: 21.7
  p_int_mw: 0.0254
  power.switching_mw: 0.000430
  ir_worst_vdd_v: 0.0000270
  pwr-share-comb_pct: 1.7
  p_leak_nw: 0.466
  finalPower_mw: 0.0259
  switching_share_pct: 1.66
  seq_power_share_pct: 98.3
route:
  wl_um: 1420
  drtAntennaViolNets: 0
  wire_per_inst_um: 6.73
  dr.pass1.iters: 4
  vias: 638
  drc: 0
  vias_per_cell: 3.02
  drt_iter0_drc: 53
  diodes: 0
final_timing:
  unclocked_regs: 20
  finalClockPeriodUsage_pct: 40.7
  fin_crit_ns: 0.651
  finalHoldViolCount: 0
  setup_viol_count_final: 0
  rsz0062_at_grt: "no"
  fmax_ghz: 1.54
  untimed_endpoints: 32
  skew_ns: 0
  slew_violations: 0
  relSlewSlack_pct: 59.1
  tightest_slew_ns: 0.611
  fin_setup_tns_ns: 0
cells_and_area:
  drive_above_1_share_pct: 8.00
  final_cells: 211
  mostFrequentLayoutCell: "dfxtp_1"
  area_growth_pct: 14.1
  most-common-layout-cells: "dfxtp_1 (11), edfxtp_1 (10), nor2_1 (9), xor2_1 (8)"
  post-route-util_pct: 13.0
  fin_area_um2: 1190
worst_setup_path:
  criticalPathCategory: "flop to flop"
  cp_cell_sequence: "buf_4 -> inv_1"
  cp_slowest_stage_delay_ns: 0.28
  crit_required_ns: 1.48
  startpoint_type: "flop"
  path_buffers: 2
  cp_slowest_cell: "dfxtp_1"
  crit_fanout: 21
  arrival_ns: 0.53
  path_delay_family: "flip-flops"
  endpoint_kind: "flop"
die:
  placement_rows: 35
  die_x_um: 117
  dieArea_um2: 13700
  die_y_um: 117
  core_um2: 9200
  fp_util_pct: 11.4
  io_pins: 8
global_route:
  grt_util_all_layers_pct: 2.04
  grt_pass1_vias: 577
  antenna_found_initial: 0
  grt-ovfl-total: 0
  grt_pass1_wl_um: 2440
  grt_max_degree: 22
run:
  tool_warnings: 32
  drv_cap: 0
clock_network:
  cts_resized: 0
  clk_pin_slew_ns: 0
  postCtsSetupBuffers: 0
  worstSkewPairLatency_ns: 0
  hold_buffers: 0
placed_design:
  place_area_um2: 1190
  place.gp.congestion: 0.805
  dp_hpwl_um: 1140
  place_inst: 211
  io_buffers: 2
run_status:
  status: "finished, final reports clean"
worst_hold_path:
  hp-class: "flop to flop"
-- metrics by stage --
stage	setup WS (ns)	hold WS [ns]
final	0.949	0.546
after floorplan	0.888	0.509
after CTS	0.932	0.557
after detailed placement	0.935	0.555
after global placement	0.937	0.555
after global routing	0.909	0.569
-- power groups by stage --
stage / sequential [mW] / combinational (mW) / clock [mW]
6_report: 0.0254 / 0.000431 / 0
4_1_cts: 0.0254 / 0.000834 / 0
5_1_grt: 0.0254 / 0.00112 / 0
-- metal layers --
metal	GRT usage (%)	vias to the layer above	part of all wire, %
li1	-	347	-
met1	2.97	285	54
met2	3.22	6	44
met3	0.464	0	1.4
met4	0	0	0
met5	0	-	0
-- cells in the mapped netlist (4+ instances only) --
cell,count
inv_1,5
nand2_1,5
a21oi_1,4
xor2_1,8
nor3_1,4
dfxtp_1,11
xnor2_1,4
nor2_1,9
nand4_1,4
buf_4,4
nand3_1,5
ha_1,5
edfxtp_1,10
-- final timing paths --
| check | startpoint | cells after the start | slack, ns | endpoint |
|---|---|---|---|---|
| setup / recovery | gpu.vga_clk$_DFF_P_ | 2 | 0.95 | gpu.vga_clk$_DFF_P_ |
| setup reg to reg | gpu.vga_clk$_DFF_P_ | 2 | 0.95 | gpu.vga_clk$_DFF_P_ |
| hold / removal | gpu.vga_clk$_DFF_P_ | 2 | 0.55 | gpu.vga_clk$_DFF_P_ |
| hold reg to reg | gpu.vga_clk$_DFF_P_ | 2 | 0.55 | gpu.vga_clk$_DFF_P_ |
-- worst min-delay path: cells and delay by family, from the launching register on --
kind | cells | cell delay [ns]
DFF | 1 | 0.27
buffers and inverters | 2 | 0.24
-- state kept, by name, indices dropped and copies added (netlist names) --
register and count:
gpu.vcount 10, gpu.hcount 10, gpu.vga_clk 1
-- area by class of cell --
class                   count  area, um^2
repair buffers              3        27.5
flip-flops and latches     21         520
fillers                  1026        8000
multi-input cells          71         488
inverters                   5        18.8
well taps                 111         139
-- kinds of logic after synthesis --
family                     synth area share, %
AOI/OAI and AO/OA                         5.26
xor gates and xnor gates                  10.0
adders and majority gates                 5.98
buffers and inverters                     4.67
DFF                                       49.8
other                                    0.359
and+or+nand+nor                           23.9
Power is estimated from default activity; no workload was simulated.
